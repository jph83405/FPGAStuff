==> design/flow/run.sh <==
#!/bin/bash
# OpenROAD 26Q1-2900-gdf79404cd8, Yosys 0.63+post, stock flow scripts
make -C /OpenROAD-flow-scripts/flow DESIGN_CONFIG=/design/flow/config.mk WORK_HOME=/design/flow/orfs finish
==> design/flow/config.mk <==
export PLATFORM = sky130hd
export DESIGN_NAME = reg16_8
export DESIGN_NICKNAME = reg16_8
export VERILOG_FILES = /design/flow/design.v
export SDC_FILE = /design/flow/constraint.sdc
export NUM_CORES = 4
export LEC_CHECK = 1
export CORE_UTILIZATION = 40
==> design/flow/constraint.sdc <==
current_design reg16_8

set clk_period 6.0
set clk_io_pct 0.2

create_clock -name clk0 -period $clk_period [get_ports {clock}]

set non_clock_inputs [all_inputs -no_clocks]
set_input_delay [expr $clk_period * $clk_io_pct] -clock clk0 $non_clock_inputs
set_output_delay [expr $clk_period * $clk_io_pct] -clock clk0 [all_outputs]
==> design/flow/design.v <==
module reg16_8
(
  input wire clock,
  input wire enable_write,
  input enable,
  input wire [15:0] data_in,
  input wire enable_read,
  output reg [15:0] O_dataA,
  output reg [15:0] O_dataB,
  input wire [2:0] rd_wr_addrA,
  input wire [2:0] rd_wr_addrB
  );
  reg [15:0] regs [7:0];  
  always @ ( posedge clock ) begin
    if(enable==1)
    begin
      if(enable_read)
      begin
        O_dataA <= regs[rd_wr_addrA];
        O_dataB <= regs[rd_wr_addrB];
      end
      else if (enable_write)
        begin
        regs[rd_wr_addrA] <= data_in;  
        end
      else
      begin
        O_dataA <= 16'h0000;
        O_dataB <= 16'h0000;
      end
      end
    end
endmodule  
==> impl_metrics.yaml <==
# implementation run metrics
status:
  outcome: "finished clean"
finish:
  area_growth_pct: 20.18
  drive_gt1_frac: 0.1826
  instances_no_fill: 680
  final_core_util: 0.4993
  fillers: 1356
routing:
  drtAntennaViolNets: 0
  drt_wl_total_um: 15350
  drt_pass1_iterations: 4
  viasPerCell: 5.593
  drc: 0
  diodes: 0
  dr.first_iter.drc_count: 272
  wire_per_inst_um: 22.57
  vias: 3803
global_route:
  grt_max_degree: 35
  grt_pass1_vias: 4124
  track_usage: 0.1964
  antenna_found_initial: 0
  grt_pass1_wl_um: 23650
  grt_overflow: 0
hold_path:
  hold_path_class: "reg2reg"
sta:
  relSlewSlack: 0.4328
  finalClockPeriodUsage: 0.5606
  fin_setup_tns_ns: 0
  min_period_ns: 3.364
  final_hold_viol_count: 0
  setup_viol: 0
  fin_skew_ns: 0.004207
  clock.fmax_ghz: 0.2973
  rsz0062_at_grt: "no"
  maxSlewViolCount: 0
  hold_ws_ns: 0.7719
  tightest_slew_ns: 0.8487
clocking:
  clock-sinks: 160
  cts_root_buffer: "clkbuf_16"
  cts_htree_levels: 4
  clockBufferDepth: 2
  cts_tree: "built"
  path_clk_slew_ns: 0.06
  clk_latency_ns: 0.41
  cts_buffers: 17
  hold_buffers: 0
  post_cts_buffers: 0
  ctsResizeCount: 0
synthesis:
  edf_count: 160
  synthMostInstantiatedCell: "edfxtp_1"
  yosys.area.top_type_share: 0.6876
  async_flop_share: 0
  syn_area_um2: 6988
  ys.flop_type: "edfxtp_1"
  postSynthSeqShare: 0.6876
  ys_chip_area_um2: 6988
  ys_warn_count: 1
  numSynthFlops: 160
  avgSynthCellArea_um2: 18.44
  synth_cell_type_count: 20
  yosys-top-cells-area: "edfxtp_1 (69%), mux2i_1 (11%), mux4_2 (10%)"
  largest_area_cell: "edfxtp_1"
  synth_stat.cells: 379
  syn-instance-count: 379
  top_cells_by_count: "edfxtp_1 (160), mux2i_1 (80), o22ai_1 (32), mux4_2 (31), nor2_1 (24)"
critical_path:
  critPathBufInv: 3
  worstPathCellList: "buf_4 -> buf_4 -> nand4_1 -> nor2_1 -> buf_4"
  critPathKind: "in2reg"
  slowest_delay_ns: 0.59
  worstPathArrival_ns: 3.47
  path_max_fanout: 34
  cpLargestDelayFamily: "buffers and inverters"
  end_kind: "flip-flop"
  crit_path_start_kind: "primary input"
  worst_path_most_repeated_cell: "buf_4"
  crit_required_ns: 6.11
  cp_slowest_cell: "nor2_1"
placement:
  io_buffers: 57
  hpwl_um: 9472
  gp_congestion: 0.8777
  dpl.cell_count: 648
power_and_ir_drop:
  p_leak_nw: 2.914
  powerDensity_nw_per_um2: 304.4
  peakVddDrop_uv: 210.6
die:
  core.rowCount: 47
  core-area_um2: 16820
  fp_util: 0.4155
  chipWidth_um: 134.2
  die_area_um2: 18000
  ios: 58
  die_y_um: 134.2
job:
  max_cap_viol_count: 0
  warning_count: 25
metal layers:
metal | GRT usage | vias up | part of all wire | wire length [µm]
met3 | 0.1061 | 27 | 0.10 | 1595
met1 | 0.2680 | 1897 | 0.38 | 5780
met4 | 0.03933 | 0 | 0.022 | 345
met5 | 0 | - | 0 | 0
met2 | 0.2997 | 190 | 0.50 | 7626
li1 | - | 1689 | - | -
worst reg2reg max path, delay by kind of cell (launching register included):
kind / cells / cell delay (ns)
mux: 2 / 0.65
flops: 1 / 0.41
simple gates: 1 / 0.07
cells by family (layout without fill, tap and decap cells):
kind of cell           count (synthesis)  count (layout)  share of synthesized area
DFF                                  160             160                     0.6876
muxes                                112             112                     0.2183
AOI/OAI and AO/OA                     49              49                    0.04691
and+or+nand+nor                       30              30                    0.01826
buffers and inverters                 28             109                    0.02901
final cells by class:
class / instances / area (µm²) / share of cell area
Tap cell: 220 / 275.3 / 0.03278
Clock inverter: 15 / 191.4 / 0.02280
Multi-Input combinational cell: 191 / 1992 / 0.2372
Sequential cell: 160 / 4805 / 0.5721
Clock buffer: 17 / 425.4 / 0.05066
Inverter: 1 / 3.754 / 0.0004470
Timing Repair Buffer: 76 / 705.7 / 0.08403
cells in the final DEF, fill, tap and decap left out, types with 2 or more instances in the layout:
cell and n:
mux2i_1 80, inv_6 2, clkdlybuf4s50_1 55, mux4_2 31, buf_4 20, bufinv_16 4, o22ai_1 32, o21a_1 16
clkbuf_16 17, clkinv_1 3, nor2_1 24, clkinvlp_4 3, nand2b_1 2, edfxtp_1 160, clkinv_2 3
where the power goes:
part / internal [mW] / switching, mW
Combinational: 0.0896 / 0.0898
Sequential: 1.26 / 0.00838
Clock: 0.694 / 0.418
Total: 2.04 / 0.516
registers in the layout, indices dropped and copies added (netlist names):
name / cells
O_dataB: 16
regs: 128
O_dataA: 16
worst paths after layout:
| kind | slack, ns | cells past startpoint | end | startpoint |
|---|---|---|---|---|
| setup reg to reg | 4.62 | 3 | O_dataB[11] | regs[4][11] |
| hold reg to reg | 0.77 | 3 | O_dataA[0] | regs[6][0] |
| hold / removal | 0.77 | 3 | O_dataA[0] | regs[6][0] |
| setup / recovery | 2.64 | 5 | regs[5][7] | rd_wr_addrA[0] |
metrics by stage:
stage	power (mW)	setup WS, ns	instance area, µm²
finish	2.556	2.636	8398
global route	2.645	2.465	8398
CTS	2.578	2.711	8398
detailed placement	1.468	2.263	7781
global placement	1.467	2.348	7781
floorplan	1.393	1.563	6988
Power figures rest on the tool's default switching activity, not on a simulated workload.
