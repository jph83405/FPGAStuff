## config.mk

```make
export PLATFORM = sky130hd
export DESIGN_NAME = RAM
export DESIGN_NICKNAME = RAM
export VERILOG_FILES = /design/flow/design.v
export SDC_FILE = /design/flow/constraint.sdc
export NUM_CORES = 4
export LEC_CHECK = 1
export CORE_UTILIZATION = 40
```

## constraint.sdc

```tcl
current_design RAM

set clk_period 3.0
set clk_io_pct 0.2

create_clock -name clk0 -period $clk_period [get_ports {clk}]

set non_clock_inputs [all_inputs -no_clocks]
set_input_delay [expr $clk_period * $clk_io_pct] -clock clk0 $non_clock_inputs
set_output_delay [expr $clk_period * $clk_io_pct] -clock clk0 [all_outputs]
```

## design.v

```verilog
module RAM (
  input wire clk,
  input wire write_enable,
  input wire [15:0] addr,
  input wire [15:0] data_in,
  output reg [15:0] data_out
  );
  reg[15:0] mem [31:0];  
  always @(posedge clk) begin
    if (write_enable)
    begin
      mem[addr[5:0]] <= data_in;
    end
    else
    begin
      data_out<=mem[addr[5:0]];
    end
  end
endmodule  
```

## run.sh

```bash
#!/bin/bash
# OpenROAD 26Q1-2900-gdf79404cd8, Yosys 0.63+post, stock flow scripts
make -C /OpenROAD-flow-scripts/flow DESIGN_CONFIG=/design/flow/config.mk WORK_HOME=/design/flow/orfs finish
```

==> results.toml <==
# generated from flow reports
[status]
outcome = "complete, no violations"

[sta]
setup_slack_ns = 0.606
post-route-min-period_ns = 2.39
fin_hold_ws_ns = 0.715
setup_violations = 0
worstMarginPinSlew_ns = 0.934
tns_ns = 0
finalClockPeriodUsage_pct = 79.8
hold_viol = 0
relSlewSlack_pct = 37.2
slew_violations = 0
fmax_mhz = 418
clock_skew_ns = 0.0163
grt_setup_unrepaired = "false"

[logic_synthesis]
synthAoiAreaFrac_pct = 3.96
yosys.stat.chipArea_um2 = 20200
synth-edff-count = 528
logic_family = "multiplexers"
synth_seq_share_pct = 78.4
top_cell = "edfxtp_1"
adder_share_pct = 0
synth-simple-area-share_pct = 3.10
yosysUniqueCellTypes = 24
ys.flops = 528
synthTopCellsByArea = "edfxtp_1, mux2i_1, o22ai_1"
synth-xor-area-share_pct = 0
mux_area_share_pct = 12.7
synth.cell_area_um2 = 20200
ys_cells = 1087
syn_avg_cell_area_um2 = 18.6
common_cells = "edfxtp_1, mux2i_1, o22ai_1, buf_2, nor4_1"
synth_top_area_share_pct = 78.4
top_area_cell = "edfxtp_1"
async_flop_share_pct = 0
yosysWarnings = 1
flop_cell = "edfxtp_1"
synth_cells = 1087

[floorplanning]
dieArea_um2 = 51400
die_w_um = 227
io-pin-count = 50
coreArea_um2 = 50000
num_rows = 82
fp_util_pct = 40.5
die_y_um = 227

[global_route]
met1_usage_pct = 25.9
grt-ovfl-total = 0
grt_max_degree = 51
gr-usage-all-layers_pct = 19.1
grt_use_met2_pct = 28.5
grt_most_used_layer = "met2"
grt_first_pass_wirelength_mm = 65.5
first_global_vias = 10623
use_met3_pct = 11.3
antenna_found_initial = 0

[pwr]
power-per-cell-area_nw_per_um2 = 634
ir_drop_mv = 0.396
finalPower_mw = 15.1
leakage_nw = 8.30

[clock_tree]
tritoncts = "built"
cts_setup_buffers = 0
cts_root_buf = "clkbuf_16"
cts-buffers-inserted = 53
ctsResizeCount = 0
h-tree-depth = 2
clk_pin_slew_worst_paths_ns = 0.06
clk_latency_ns = 0.60
clock-sinks = 528
cts_hold_buffers = 0
clockBufferDepth = 3

[critical_path]
arrival_ns = 2.73
endpoint_kind = "flip-flop"
crit_start = "addr[2]"
cp.required_ns = 3.33
crit_fanout = 15
r2r_cells = 4
cp_slowest_cell = "nor4_1"
r2r_end = "data_out[2]"
cp_top_family = "simple AND/OR/NAND/NOR gates"
path_class = "input port to flip-flop"
cpPeakStageDelay_ns = 0.82
cp.buffers_inverters = 3
r2r_slack_ns = 1.15
cp-endpoint = "data_out[3]"
path_depth = 7
critPathLaunchType = "input port"
r2r-start = "mem[29][2]"
crit_chain = "clkdlybuf4s50_1 -> buf_12 -> nand4_1 -> buf_4 -> o22ai_1 -> nor4_1 -> nand2_1"

[run]
maxCapViolCount = 0
tool_warnings = 36

[hold_path]
hold_path_class = "flip-flop to flip-flop"
hold_depth = 4

[finish]
nFillCells = 4089
post-route-cell-area_um2 = 23800
stdcell_count = 1954
area_growth_pct = 17.9
fin_util_pct = 47.7
drive_gt1_share_pct = 16.0

[routing]
wl_per_cell_um = 22.4
drt_iter0_markers = 644
insertedDiodeCount = 0
detail_route.wirelength_mm = 43.9
drtPass1Iterations = 5
drc = 0
ant_nets = 0
vias_per_cell = 5.26
vias = 10271

[place]
hpwlAfterDp_mm = 27.1
pre_cts_ws_ns = 0.0741
io_buffer_count = 38
placed_area_um2 = 22200
gp_congestion = 0.839
dp_cells = 1856
## worst min-delay path: stages (launching register included)
cell      delay, ns
edfxtp_1       0.31
mux2i_1        0.06
o22ai_1        0.11
nor4_1         0.07
nand2_1        0.05
## per-layer routing
metal | wire (um) | part of all wire [%] | up-vias
li1 | - | - | 4742
met2 | 20600 | 47 | 453
met3 | 5910 | 13 | 64
met1 | 16500 | 38 | 5012
met5 | 0 | 0 | -
met4 | 888 | 2.0 | 0
## report_power, final
part / switching, mW / internal (mW) / total [mW]
Clock: 2.65 / 3.42 / 6.08
Sequential: 0.0291 / 8.24 / 8.27
Combinational: 0.445 / 0.307 / 0.752
## state kept, by name, summed over array words and instances, names as in the netlist
register  count
data_out     16
mem         512
## cells in the final DEF, fill, tap and decap left out, types with 4 or more instances in the layout
master             n
nand3b_1           4
mux2i_1          256
nor2_1            27
clkinv_2          11
nand4bb_1          6
o22ai_1          128
nor4_1            32
clkinv_1          15
nand4b_1           4
clkdlybuf4s50_1   37
clkbuf_1          12
edfxtp_1         528
clkbuf_16         53
buf_4            108
buf_12            16
nand2_1           18
nor3_2             4
## cell families (layout without fill, tap and decap cells)
logic type,after synthesis,in the layout
AND/OR/NAND/NOR,109,109
flip-flops,528,528
AND-OR/OR-AND,128,128
multiplexers,256,256
buffers and inverters,66,261
## final cells by class
type                       instances  area (um2)  share of cell area, %
clock buffer                      65        1370                   5.75
clock inverter                    33         226                  0.950
inverter                           1        3.75                 0.0158
multi-input combinational        493        4020                   16.8
sequential                       528       15900                   66.5
tap                              672         841                   3.53
timing repair buffer             162        1520                   6.36
## how the worst min path moves through the flow
stage / endpoint / start / slack (ns)
4_1_cts: data_out[14] / mem[19][14] / 0.72
5_1_grt: data_out[14] / mem[17][14] / 0.76
6_report: data_out[14] / mem[12][14] / 0.71
No activity file was given, so power comes from the tool's default toggle rates.
