--- design/flow/run.sh ---
#!/bin/bash
# OpenROAD 26Q1-2900-gdf79404cd8, Yosys 0.63+post, stock flow scripts
make -C /OpenROAD-flow-scripts/flow DESIGN_CONFIG=/design/flow/config.mk WORK_HOME=/design/flow/orfs finish
--- design/flow/config.mk ---
export PLATFORM = sky130hd
export DESIGN_NAME = LCDDisplay
export DESIGN_NICKNAME = LCDDisplay
export VERILOG_FILES = /design/flow/design.v
export SDC_FILE = /design/flow/constraint.sdc
export NUM_CORES = 4
export LEC_CHECK = 1
export CORE_UTILIZATION = 30
--- design/flow/design.v ---
`timescale 1ns / 1ns
module Bin2BCD(Binary, BCD);
   input [9:0] Binary;
	output reg [15:0] BCD;
	reg [25:0] Temp;
   integer i;
	always @(Binary) begin
	   Temp = {16'h0000, Binary};
		for(i=0; i<9; i=i+1) begin
  	      Temp = Temp << 1;
			if(Temp[13:10] > 4) Temp[13:10] = Temp[13:10] + 3;
			if(Temp[17:14] > 4) Temp[17:14] = Temp[17:14] + 3;
			if(Temp[21:18] > 4) Temp[21:18] = Temp[21:18] + 3;
			if(Temp[25:22] > 4) Temp[25:22] = Temp[25:22] + 3;
		end
	   Temp = Temp << 1;
		BCD <= Temp[25:10];
	end
endmodule
`timescale 1ns / 1ns
module LCDDisplay(Clk, Rst, Cheat, Slow, Wait, ReactionTime, LCDUpdate, LCDAck, LCD_Data, LCD_E, LCD_RS, LCD_RW);
   input Clk, Rst;
	input Cheat, Slow, Wait;
   input [9:0] ReactionTime;
	input LCDUpdate;
   output reg LCDAck;
   output [11:8] LCD_Data;
   output LCD_E, LCD_RS, LCD_RW;
   parameter InitString =     "Reaction Timer  ";
   parameter CheatString =    "No Cheating!    ";
   parameter SlowString =     "Too Slow!       ";
   parameter WaitString =     "Wait for LEDs...";
   parameter ReactionString = "0.000 s         ";
   parameter S_Init = 0, 
	          S_Wait = 1, 
				 S_Reaction = 2, 
				 S_LCDAck = 3,
	          S_Cheat = 4,
				 S_Slow = 5,
				 S_WaitString = 6;
   reg [8*16:1] Display;
	wire [15:0] BCD;
   reg [3:0] State;
	reg GO;
   LcdInterface LcdInterface_0 (Rst, Clk, GO, Display, LCD_Data, LCD_E, LCD_RS, LCD_RW);
	Bin2BCD Bin2BCD_0 (ReactionTime, BCD);
   always @(posedge Clk) begin
      if( Rst == 1 ) begin
         State <= S_Init;
			LCDAck <= 0;
			GO <= 0;
		   Display <= InitString;
      end
      else begin
			LCDAck <= 0;
         case( State )
            S_Init: begin
				   Display <= InitString;
					GO <= 1;
					State <= S_Wait;
            end
            S_Wait: begin
					GO <= 0;
					if (Cheat == 1 && LCDUpdate == 1) begin
                  State <= S_Cheat;
					end
					else if (Slow == 1 && LCDUpdate == 1) begin
                  State <= S_Slow;
					end
					else if (Wait == 1 && LCDUpdate == 1) begin
                  State <= S_WaitString;
					end
					else if (LCDUpdate == 1) begin
                  State <= S_Reaction;
					end
					else begin
					   State <= S_Wait;
					end
            end
            S_Cheat: begin
					GO <= 1;
				   Display <= CheatString;
               State <= S_LCDAck;
            end
            S_Slow: begin
					GO <= 1;
				   Display <= SlowString;
               State <= S_LCDAck;
            end
            S_WaitString: begin
					GO <= 1;
				   Display <= WaitString;
               State <= S_LCDAck;
            end
            S_Reaction: begin
					GO <= 1;
				   Display <= ReactionString;
               Display[112:105] <= 8'h30 + BCD[11:8];
               Display[104:97]  <= 8'h30 + BCD[7:4];
               Display[96:89]   <= 8'h30 + BCD[3:0];
               State <= S_LCDAck;
            end
            S_LCDAck: begin
				   LCDAck <= 1;
				   if (LCDUpdate == 1) begin
                  State <= S_LCDAck;
					end
					else begin
					   State <= S_Wait;
					end
            end
         endcase
      end
   end
endmodule
`timescale 1ns/1ns
module LCDCntrl(Rst, Clk, Go, Display, DataValue, Command, Clear, Write, Busy, Ready);
   input Rst, Clk;
   input Go, Busy, Ready;
   input [8*16:1] Display;
   output reg [7:0] DataValue;
   output reg Command, Clear, Write;
	reg [4:0] CharsDisplayed;
   parameter S_Init0 = 0,
             S_Init1 = 1,
             S_PosInit = 2,
             S_PosWait = 3,
             S_PosAck = 4,
             S_PosDone = 5,
             S_StrInit = 6,
             S_StrWait = 7,
             S_StrAck = 8,
             S_StrIter = 9,
             S_Wait = 14;
   parameter C8_0 = 0;
   reg [3:0] State;
	reg [8*16:1] DisplayInt;
   always @ (posedge Clk) begin
      if( Rst == 1 ) begin
         DataValue <= 0;
         Clear <= 0;
         Command <= 0;
         Write <= 0;
         DisplayInt <= 0;
         CharsDisplayed <= 0;
         State <= S_Init0;
      end
      else begin
         DataValue <= 0;
         Clear <= 0;
         Command <= 0;
         Write <= 0;
         case( State )
            S_Init0: begin
               DisplayInt <= 0;
               CharsDisplayed <= 0;
               if( Busy == 0 ) State <= S_Init0;
               else State <= S_Init1;
            end
            S_Init1: begin
               if( Busy == 1 ) State <= S_Init1;
               else State <= S_PosInit;
            end
            S_PosInit: begin
               DataValue <= 8'b10000000;
               Command <= 1;
               Write <= 1;
               DisplayInt <= Display;
               State <= S_PosWait;
            end
            S_PosWait: begin
               DataValue <= 8'b10000000;
               Command <= 1;
               Write <= 1;
               if( Busy == 0 ) State <= S_PosWait;
               else State <= S_PosAck;
            end
            S_PosAck: begin
               DataValue <= 8'b10000000;
               Command <= 1;
               Write <= 1;
               if( Busy == 1 ) State <= S_PosAck;
               else State <= S_PosDone;
            end
            S_PosDone: begin
               Write <= 0;
               if( Ready == 0 ) begin
  					   CharsDisplayed <= 0;
                  State <= S_PosDone;
					end	
               else begin
                  State <= S_StrInit;
					end
            end
            S_StrInit: begin
		         DataValue <= DisplayInt[8*16:8*15+1];
               Command <= 0;
               Write <= 1;
               State <= S_StrWait;
            end
            S_StrWait: begin
               DataValue <= DisplayInt[8*16:8*15+1];
               Command <= 0;
               Write <= 1;
               if( Busy == 0 ) State <= S_StrWait;
               else State <= S_StrAck;
            end
            S_StrAck: begin
               DataValue <= DisplayInt[8*16:8*15+1];
               Command <= 0;
               Write <= 1;
               if( Busy == 1 ) State <= S_StrAck;
               else State <= S_StrIter;
            end
            S_StrIter: begin
               Write <= 0;
               if( Ready == 0 ) State <= S_StrIter;
               else begin
					   if( CharsDisplayed == 15 ) begin
						   State <= S_Wait;
						end
						else begin
						   CharsDisplayed <= CharsDisplayed + 1;
							DisplayInt <= DisplayInt << 8;
							State <= S_StrInit;
						end
					end
            end
            S_Wait: begin
				   if( Go == 1 ) State <= S_PosInit;
					else State <= S_Wait;
				end
        endcase
      end
   end
endmodule
`timescale 1ns/1ns
module LCDDriver(Rst, Clk, DataValue, Command, Clear, Write, Busy, Ready, LCD_Data, LCD_E, LCD_RS, LCD_RW);
   input Rst, Clk;
   input [7:0] DataValue;
   input Command, Clear, Write;
   output Busy, Ready;
   reg Busy, Ready;
   output reg [11:8] LCD_Data;
   output reg LCD_E, LCD_RS, LCD_RW;
   parameter INIT_S0    = 0;
   parameter INIT_S1    = 1;
   parameter INIT_S1e   = 41;
   parameter INIT_S2    = 2;
   parameter INIT_S3    = 3;
   parameter INIT_S4    = 4;
   parameter INIT_S5    = 5;
   parameter INIT_S6    = 6;
   parameter INIT_S7    = 7;
   parameter INIT_S7e   = 42;
   parameter INIT_S8    = 8;
   parameter INIT_S9    = 9;
   parameter INIT_S10   = 10;
   parameter INIT_S11   = 11;
   parameter INIT_S12   = 12;
   parameter INIT_S13   = 13;
   parameter INIT_S14   = 14;
   parameter INIT_S15   = 15;
   parameter INIT_S16   = 16;
   parameter INIT_S17   = 17;
   parameter INIT_S18   = 18;
   parameter INIT_S19   = 19;
   parameter INIT_S20   = 20;
   parameter INIT_S21   = 21;
   parameter INIT_S22   = 22;
   parameter INIT_S23   = 23;
   parameter INIT_S24   = 24;
   parameter WAIT       = 25;
   parameter Clear_S0   = 26;
   parameter Clear_S1   = 27;
   parameter Clear_S2   = 28;
   parameter Clear_S3   = 29;
   parameter Clear_S4   = 30;
   parameter WR_CMD_S0  = 31;
   parameter WR_CMD_S1  = 32;
   parameter WR_CMD_S2  = 33;
   parameter WR_CMD_S3  = 34;
   parameter WR_CMD_S4  = 35;
   parameter WR_DATA_S0 = 36;
   parameter WR_DATA_S1 = 37;
   parameter WR_DATA_S2 = 38;
   parameter WR_DATA_S3 = 39;
   parameter WR_DATA_S4 = 40;
   parameter C9_0   = 9'b000000000;
   parameter C9_2   = 9'b000000010;
   parameter C9_3   = 9'b000000011;
   parameter C9_42  = 9'b000101010;
   parameter C9_103 = 9'b001100111;
   parameter C9_200 = 9'b011001000;
   parameter C9_375 = 9'b101110111;
   reg [5:0] State;
   reg [8:0] Counter;
   always @ (posedge Clk) begin
      if( Rst == 1 ) begin
         Counter <= 0;
         State <= INIT_S0;
         Busy <= 0;
         Ready <= 0;
         LCD_E <= 0;
         LCD_RS <= 0;
         LCD_RW <= 0;
         LCD_Data <= 4'b0000;
      end
      else begin
         Busy <= 0;
         LCD_E <= 0;
         LCD_RS <= 0;
         LCD_RW <= 0;
         LCD_Data <= 4'b0000;
         Ready <= 0;
         case( State )
            INIT_S0: begin
               Busy <= 1;
               State <= INIT_S1;
            end
            INIT_S1: begin
               Counter <= C9_0;
               Busy <= 1;
               LCD_Data <= 4'b0011;
               State <= INIT_S1e;
            end
            INIT_S1e: begin
               Counter <= C9_0;
               Busy <= 1;
               LCD_Data <= 4'b0011;
               LCD_E <= 1;
               State <= INIT_S2;
            end
            INIT_S2: begin
               Busy <= 1;
               LCD_Data <= 4'b0011;
               LCD_E <= 0;
	            State <= INIT_S3;
            end
            INIT_S3: begin
               Counter <= C9_0;
               Busy <= 1;
               LCD_Data <= 4'b0011;
               LCD_E <= 1;
               State <= INIT_S4;
            end
            INIT_S4: begin
               Busy <= 1;
               LCD_E <= 0;
               LCD_Data <= 4'b0011;
               State <= INIT_S5;
            end
            INIT_S5: begin
               Busy <= 1;
               Counter <= C9_0;
               LCD_Data <= 4'b0011;
               LCD_E <= 1;
               State <= INIT_S6;
            end
            INIT_S6: begin
               Busy <= 1;
               LCD_Data <= 4'b0011;
               LCD_E <= 0;
               State <= INIT_S7;
            end
            INIT_S7: begin
               Counter <= C9_0;
               Busy <= 1;
               LCD_Data <= 4'b0010;
               State <= INIT_S7e;
            end
            INIT_S7e: begin
               Counter <= C9_0;
               Busy <= 1;
               LCD_Data <= 4'b0010;
               LCD_E <= 1;
               State <= INIT_S8;
            end
            INIT_S8: begin
               Busy <= 1;
               LCD_Data <= 4'b0010;
               LCD_E <= 0;
               State <= INIT_S9;
            end
            INIT_S9: begin
               Counter <= C9_0;
               Busy <= 1;
               LCD_Data <= 4'b0010;
               LCD_E <= 1;
               State <= INIT_S10;
            end
            INIT_S10: begin
               Busy <= 1;
               LCD_E <= 0;
               State <= INIT_S11;
            end
            INIT_S11: begin
               Busy <= 1;
               LCD_Data <= 4'b1000;
               LCD_E <= 1;
               State <= INIT_S12;
            end
            INIT_S12: begin
               Busy <= 1;
               LCD_E <= 0;
               State <= INIT_S13;
            end
            INIT_S13: begin
               Busy <= 1;
               LCD_Data <= 4'b0000;
               LCD_E <= 1;
               State <= INIT_S14;
            end
            INIT_S14: begin
               Busy <= 1;
               LCD_E <= 0;
               State <= INIT_S15;
            end
            INIT_S15: begin
               Busy <= 1;
               LCD_Data <= 4'b0110;
               LCD_E <= 1;
               State <= INIT_S16;
            end
            INIT_S16: begin
               Busy <= 1;
               LCD_E <= 0;
               State <= INIT_S17;
            end
            INIT_S17: begin
               Busy <= 1;
               LCD_Data <= 4'b0000;
               LCD_E <= 1;
               State <= INIT_S18;
            end
            INIT_S18: begin
               Busy <= 1;
               LCD_E <= 0;
               State <= INIT_S19;
            end
            INIT_S19: begin
               Busy <= 1;
               LCD_Data <= 4'b1100;
               LCD_E <= 1;
               State <= INIT_S20;
            end
            INIT_S20: begin
               Busy <= 1;
               LCD_E <= 0;
               State <= INIT_S21;
            end
            INIT_S21: begin
               Busy <= 1;
               LCD_Data <= 4'b0000;
               LCD_E <= 1;
               State <= INIT_S22;
            end
            INIT_S22: begin
               Busy <= 1;
               LCD_E <= 0;
               State <= INIT_S23;
            end
            INIT_S23: begin
               Counter <= C9_0;
               Busy <= 1;
               LCD_Data <= 4'b0001;
               LCD_E <= 1;
               State <= INIT_S24;
            end
            INIT_S24: begin
               Busy <= 1;
               LCD_E <= 0;
               if( Counter == C9_42 ) begin
                  State <= WAIT;
               end
               else begin
                  Counter <= Counter + 1;
                  State <= INIT_S24;
               end
            end
            WAIT: begin
               Busy <= 0;
               Ready <= 1;
               if( Clear == 1 ) begin
                  State <= Clear_S0;
               end
               else if( Command == 1 && Write == 1) begin
                  State <= WR_CMD_S0;
               end
               else if( Command == 0 && Write == 1) begin
                  State <= WR_DATA_S0;
               end
               else begin
                  State <= WAIT;
               end
            end
            Clear_S0: begin
               Busy <= 1;
               LCD_Data <= 4'b0000;
               LCD_E <= 1;
               State <= Clear_S1;
            end
            Clear_S1: begin
               Busy <= 1;
               LCD_E <= 0;
               State <= Clear_S2;
            end
            Clear_S2: begin
               Counter <= C9_0;
               Busy <= 1;
               LCD_Data <= 4'b0001;
               LCD_E <= 1;
               State <= Clear_S3;
            end
            Clear_S3: begin
               Busy <= 1;
               LCD_E <= 0;
               if( Counter == C9_42 ) begin
                  State <= Clear_S4;
               end
               else begin
                  Counter <= Counter + 1;
                  State <= Clear_S3;
               end
            end
            Clear_S4: begin
               Busy <= 0;
               if( Clear == 1 ) begin
                  State <= Clear_S4;
               end
               else begin
                  State <= WAIT;
               end
            end
            WR_CMD_S0: begin
               Busy <= 1;
               LCD_Data <= DataValue[7:4];
               LCD_RS <= 0;
               LCD_RW <= 0;
               LCD_E <= 1;
               State <= WR_CMD_S1;
            end
            WR_CMD_S1: begin
               Busy <= 1;
               LCD_E <= 0;
               State <= WR_CMD_S2;
            end
            WR_CMD_S2: begin
               Busy <= 1;
               LCD_Data <= DataValue[3:0];
               LCD_RS <= 0;
               LCD_RW <= 0;
               LCD_E <= 1;
               State <= WR_CMD_S3;
            end
            WR_CMD_S3: begin
               Busy <= 1;
               LCD_E <= 0;
               State <= WR_CMD_S4;
            end
            WR_CMD_S4: begin
               Busy <= 0;
               if( Write == 1 ) begin
                  State <= WR_CMD_S4;
               end
               else begin
                  State <= WAIT;
               end					
            end
            WR_DATA_S0: begin
               Busy <= 1;
               LCD_Data <= DataValue[7:4];
               LCD_RS <= 1;
               LCD_RW <= 0;
               LCD_E <= 1;
               State <= WR_DATA_S1;
            end
            WR_DATA_S1: begin
               Busy <= 1;
               LCD_RS <= 1;
               LCD_E <= 0;
               State <= WR_DATA_S2;
            end
            WR_DATA_S2: begin
               Busy <= 1;
               LCD_Data <= DataValue[3:0];
               LCD_RS <= 1;
               LCD_RW <= 0;
               LCD_E <= 1;
               State <= WR_DATA_S3;
            end
            WR_DATA_S3: begin
               Busy <= 1;
               LCD_RS <= 1;
               LCD_E <= 0;
               State <= WR_DATA_S4;
            end
            WR_DATA_S4: begin
               Busy <= 0;
               if( Write == 1 ) begin
                  State <= WR_DATA_S4;
               end
               else begin
                  State <= WAIT;
               end					
            end
         endcase
      end
   end
endmodule
`timescale 1ns / 1ns
module LcdInterface(Rst, Clk, Go, Display, LCD_Data, LCD_E, LCD_RS, LCD_RW);
   input Clk, Rst;
	input Go;
   input [8*16:1] Display;
   output [11:8] LCD_Data;
   output LCD_E, LCD_RS, LCD_RW;
   wire LCD_Clk;
   wire [7:0] DataValue;
   wire Command, Clear, Write, Busy, Ready;
   LCDCntrl LCDCntrl_0 (Rst, Clk, Go, Display, DataValue, Command, Clear, Write, Busy, Ready);
   LCDDriver LCDDriver_0 (Rst, Clk, DataValue, Command, Clear, Write, Busy, Ready, LCD_Data, LCD_E, LCD_RS, LCD_RW);
endmodule
--- design/flow/constraint.sdc ---
current_design LCDDisplay

set clk_period 7.7
set clk_io_pct 0.2

create_clock -name clk0 -period $clk_period [get_ports {Clk}]

set non_clock_inputs [all_inputs -no_clocks]
set_input_delay [expr $clk_period * $clk_io_pct] -clock clk0 $non_clock_inputs
set_output_delay [expr $clk_period * $clk_io_pct] -clock clk0 [all_outputs]
==> qor.csv <==
metric;value;unit
cts_made_buffers;17;
rrSetupSlack;4.56;ns
critical-path-max-stage-delay;0.60;ns
holdCritPathClass;flop to flop;
ys_warn_count;4;
required;8.05;ns
drive_above_1_share;0.0681;
synthAdderAreaFrac;0.0197;
rr_startpoint;LcdInterface_0.LCDCntrl_0.CharsDisplayed[0]$_SDFFE_PP0P_;
area_growth_syn_to_layout;10.9;%
power_frac_clock;0.298;
numClockSinks;190;
fp_util;0.306;
clk_path_buf_depth;2;
cts.reportedPaths.clkPinSlew;0.07;ns
yosys-stat-area;0.00940;sq mm
setup_violations;0;
insertion_delay;0.42;ns
synth-simple-area-share;0.198;
final.setup.tns;0;ns
via_count;8600;
drc;0;
dr.first_iter.drc_count;656;
ys_top_logic_family;AND-OR/OR-AND gates;
ff2ff_path_depth;10;
critPathLaunchType;input pin;
topCellsByArea;dfxtp_1 40%, a21oi_1 8.6%, o21ai_0 7.0%;
relSlewSlack;0.500;
hpwl;15.1;mm
ff_type;dfxtp_1;
synth.cellmix.xorXnorShare;0.0129;
edf_count;0;
hold_path_depth;2;
crit_buf_inv;4;
cp_common_cell;ha_1;
grt_antenna_before_repair;0;
cts_tree;built;
cellPowerDensity;264;mW/mm^2
ant_nets;0;
end_kind;flop;
grt_first_pass_wirelength;39.0;mm
synth-seq-area-share;0.404;
drv_slew;0;
min_to;LcdInterface_0.LCDCntrl_0.DisplayInt[94]$_SDFFE_PP0P_;
path_delay_family;AND-OR/OR-AND gates;
yosys.area.top_type_share;0.404;
r2r-end;LcdInterface_0.LCDCntrl_0.DisplayInt[111]$_SDFFE_PP0P_;
status;finished clean;
fill_cells;3204;
p_comb_frac;0.305;
min_from;LcdInterface_0.LCDCntrl_0.DisplayInt[86]$_SDFFE_PP0P_;
syn_area;0.00940;sq mm
ys_ff;190;
power_leakage;3.59;nW
wl_per_cell;14.7;um
grt_pass1_vias;7845;
hold_viol_final;0;
gp_congestion;0.893;
root_buffer;clkbuf_16;
min_period;6.51;ns
cp_max_fo;19;
maxCapViolCount;0;
post-route-period-util;0.845;
grt_setup_unrepaired;false;
max_freq;154;MHz
synth_top_cell_by_area;dfxtp_1;
die_width;179;um
cp_data_arrival_time;6.86;ns
fin_util;0.339;
peakVddDrop;153;uV
warnings;31;
switching_share;0.347;
ys_sh_mux;0.0120;
crit_path_cell_trace;clkdlybuf4s50_1, inv_1, ha_1, inv_1, ha_1, xnor2_2, mux2i_2, o21a_1, nor2_2, o31a_1, a2111oi_4, a21oi_1, ha_1, o21bai_1, o211ai_1, xnor2_1, ha_1, inv_1, a21boi_1, mux2_1, o22ai_1;
drt-total-wl;23.3;mm
syn_inst;1210;
pwr-share-seq;0.397;
place_area;0.00987;sq mm
core_region_area;0.0307;sq mm
die_h;179;um
rows;64;
ctsHoldBuffers;0;
cts_resized;0;
internal-power;1.80;mW
ioPinCount;24;
grt_overflow_total;0;
synth.avg_cell_area;7.77;sq um
switchingPower;953;uW
fin_skew;0.00972;ns
tightest_slew;0.744;ns
worstSetupPathType;input pin to flop;
cts-htree-levels;4;
holdWs;0.448;ns
first_pass_iters;5;
yosys.area_share.aoi;0.299;
yosys_cells;1210;
async_flop_share;0;
die_area;0.0321;sq mm
slowest_stage;clkdlybuf4s50_1;
stdcell_area;0.0104;sq mm
grt_usage;0.151;
post_cts_buffers;0;
vias_per_cell;5.42;
portBuffers;22;
grt_max_degree;75;
synth_cell_types;84;
diodes;0;
==> flip-flops by register name (all words and copies together) (netlist names) <==
register / flops
LcdInterface_0.LCDDriver_0.Busy: 1
GO: 1
LcdInterface_0.LCDDriver_0.State: 6
Display: 33
LcdInterface_0.LCDDriver_0.Ready: 1
LcdInterface_0.LCDCntrl_0.DisplayInt: 99
LcdInterface_0.LCDDriver_0.Counter: 9
LCDAck: 1
LcdInterface_0.LCDCntrl_0.State: 11
LcdInterface_0.LCDDriver_0.LCD_RS: 1
LcdInterface_0.LCDDriver_0.LCD_Data: 4
LcdInterface_0.LCDDriver_0.LCD_E: 1
State: 7
LcdInterface_0.LCDCntrl_0.Command: 1
LcdInterface_0.LCDCntrl_0.CharsDisplayed: 5
LcdInterface_0.LCDCntrl_0.DataValue: 8
LcdInterface_0.LCDCntrl_0.Write: 1
==> metal layers <==
layer  share of wire  GRT usage  routed length (um)
met4           0.019     0.0282                 444
met2            0.47      0.246               10900
met3           0.041     0.0164                 949
met5               0          0                   0
met1            0.47      0.221               11100
==> kinds of logic after synthesis <==
| logic type | Yosys count |
|---|---|
| mux | 10 |
| flops | 190 |
| simple gates | 410 |
| other cells | 1 |
| compound gates | 451 |
| fa+ha+maj | 15 |
| buf+inv | 120 |
| xor+xnor | 13 |
==> area by class of cell <==
type,count,area (sq um),share of cell area
Tap cell,396,495,0.0475
Timing Repair Buffer,39,343,0.0329
Clock inverter,11,81.3,0.00780
Sequential cell,190,3810,0.365
Multi-Input combinational cell,900,5120,0.491
Clock buffer,21,470,0.0451
Inverter,29,109,0.0104
==> power by group through the flow <==
stage,Clock [mW],Sequential (mW),Combinational (mW)
global route,0.878,1.10,0.936
CTS,0.839,1.09,0.833
finish,0.820,1.09,0.838
==> worst register-to-register path, cell delays in order, from the launching register on <==
cell,delay [ns]
dfxtp_1,0.34
ha_1,0.21
and3_1,0.19
ha_1,0.22
o21ai_1,0.14
buf_4,0.29
o31a_2,0.48
buf_4,0.58
nand2_1,0.29
a21oi_1,0.24
nor2_1,0.07
==> cell usage after synthesis (5+ instances only) <==
master       n
o32ai_1      5
nor3_1      47
nand2b_1     6
inv_1       24
o31ai_1      5
buf_6        5
buf_1       13
ha_1        14
a211oi_1    11
a21oi_1    161
o21bai_1     5
nor2_1     134
nand2_1    122
o22ai_1      9
dfxtp_1    190
a31oi_1     13
or2_2        5
o2bb2ai_1    7
clkinv_1     5
clkbuf_1    66
nand3_1     36
and3_1       6
nand4_1      8
xnor2_1      8
o211ai_1    11
a22oi_1      5
a221oi_1    15
a21o_1      12
nor2b_1      6
and2_1      14
o21ai_0    131
==> worst max-delay path by stage <==
stage | end | depth (start not counted) | startpoint
CTS | Display[91]$_SDFFE_PP1P_ | 21 | ReactionTime[7]
global route | Display[91]$_SDFFE_PP1P_ | 21 | ReactionTime[7]
finish | Display[91]$_SDFFE_PP1P_ | 21 | ReactionTime[7]
==> placed cells by master, fill, tap and decap left out, types with 13 or more instances in the layout <==
cell type / n
and2_1: 14
o21ai_0: 131
nand3_1: 36
dfxtp_1: 189
buf_4: 17
a31oi_1: 13
a221oi_1: 15
nand2_1: 122
ha_1: 14
nor3_1: 46
clkdlybuf4s50_1: 21
inv_1: 23
clkbuf_16: 17
nor2_1: 134
a21oi_1: 161
==> stage by stage <==
step,power (mW),setup slack (ns),instances
after global placement,1.94,0.849,1554
after global routing,2.92,0.741,1586
final,2.75,1.19,1586
after detailed placement,1.94,0.774,1554
after CTS,2.76,1.20,1586
after floorplan,1.75,2.12,1210
Power and IR drop assume default switching activity.
